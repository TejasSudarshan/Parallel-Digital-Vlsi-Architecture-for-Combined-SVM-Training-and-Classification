[flow/config.mk]
export PLATFORM = sky130hd
export DESIGN_NAME = output_Mem
export DESIGN_NICKNAME = output_Mem
export VERILOG_FILES = /design/flow/design.v
export SDC_FILE = /design/flow/constraint.sdc
export NUM_CORES = 4
export LEC_CHECK = 1
export CORE_UTILIZATION = 40
[flow/constraint.sdc]
current_design output_Mem

set clk_period 1.0
set clk_io_pct 0.2

create_clock -name clk0 -period $clk_period [get_ports {clk}]

set non_clock_inputs [all_inputs -no_clocks]
set_input_delay [expr $clk_period * $clk_io_pct] -clock clk0 $non_clock_inputs
set_output_delay [expr $clk_period * $clk_io_pct] -clock clk0 [all_outputs]
[flow/design.v]
module output_Mem(input [8:0]alphA,
input [8:0]xSVec,
input signed [1:0]ySVec,
input [1:0]opcode,
input clk,resetn,done,
output [6:0]count,
output [8:0]alpha_out,
output [8:0]xsv_out,
output signed [1:0]ysv_out
    );
	 reg signed [8:0]sv_mem[0:99];
	 reg [8:0]alf_mem[0:49];
	 reg [8:0]xs_nex,xs_cur;
	 reg [8:0]alfn,alfc;
	 reg signed [1:0]ys_nex,ys_cur;
parameter train = 2'b00,classify = 2'b01;
reg [6:0]j_reg,j_nex,cnt_reg,cnt_nex,a_reg,a_nex,jcn,jcr,acn,acr;
always @(posedge clk)
begin
if(~resetn)
begin
j_reg <= 0;
cnt_reg <= 0;
a_reg <= 0;
jcr <= 0;
acr <= 0;
xs_cur <= 0;
ys_cur <= 0;
alfc <= 0;
end
else
begin
j_reg <= j_nex;
cnt_reg <= cnt_nex;
a_reg <= a_nex;
jcr <= jcn;
acr <= acn;
xs_cur <= xs_nex;
ys_cur <= ys_nex;
alfc <= alfn;
end
end
always @(*)
begin
case(opcode)
train:begin
	if(j_reg < 100)
	begin
		if(done)
		begin
				sv_mem[j_reg] = xSVec;
				sv_mem[j_reg + 1] = ySVec;
				alf_mem[a_reg] = alphA;
				a_nex = a_reg + 1;
				j_nex = j_reg + 2;
				cnt_nex = cnt_reg + 1;
		end
		else
		begin
			sv_mem[j_reg] = 0;
			sv_mem[j_reg + 1] = 0;
			alf_mem[a_reg] = 0;
			a_nex = a_reg + 1;
			j_nex = j_reg + 2;
			cnt_nex = cnt_reg;
		end
	end
	else
	begin
	cnt_nex = 0;
	j_reg = 0;
	a_reg = 0;
	end
      end
classify:begin
				if(jcr < 100)
				begin
					xs_nex = sv_mem[jcr];
					ys_nex = sv_mem[jcr+1];
					jcn = jcr + 2;
					alfn = alf_mem[acr];
					acn = acr + 1;
				end
				else
				begin
					acn = 0;
					jcn = 0;
				end
	      end
endcase
end
assign alpha_out = alfc;
assign xsv_out = xs_cur;
assign ysv_out = ys_cur;
assign count = cnt_reg;
endmodule
[flow/run.sh]
#!/bin/bash
# OpenROAD 26Q1-2900-gdf79404cd8, Yosys 0.63+post, stock flow scripts
make -C /OpenROAD-flow-scripts/flow DESIGN_CONFIG=/design/flow/config.mk WORK_HOME=/design/flow/orfs finish
==> flow_summary.ini <==
; flow metrics
[cts]
hold_buffers = 0
clockRootBuffer = sky130_fd_sc_hd__clkbuf_8
cts-buffers-inserted = 5
clock_transition_time_at_the_flip_flop_clock_pins_of_the_worst_setup_and_hold_paths_ns = 0.09
cts_tree = built
clock_tree.htree_level_count = 2
max-clock-path-buffers = 2

[floorplan]
die-height_um = 93.6
row_count = 33
die-area_mm2 = 0.00877
io-pin-count = 52
core_area_mm2 = 0.00818
die_width_um = 93.6
initCoreUtil_pct = 41.1

[critical_path]
crit_buf_inv = 1
setup_crit_end_kind = output port
critPathLaunchType = flop
cp_data_arrival_time_ns = 0.76
cp_max_fo = 1
crit_type = reg2out
timing.critical_path.cells = clkdlybuf4s15_1
largest_stage_delay_on_the_critical_path_ns = 0.31
worst_path_dominant_cell_family = flip-flops
worstPathRequired_ns = 0.80
crit_slowest_cell = sky130_fd_sc_hd__dfxtp_1

[logic_synthesis]
topCellsByArea = sky130_fd_sc_hd__dlxtn_1 35%, sky130_fd_sc_hd__dfxtp_1 24%, sky130_fd_sc_hd__and2_1 11%
mappedNetlistArea_mm2 = 0.00336
mux_area_share_pct = 3.35
synth_chip_area_mm2 = 0.00336
ff_type = sky130_fd_sc_hd__dlxtn_1
netlist.area_leader.share_pct = 34.8
ys_cells = 327
syn-instance-count = 327
simple_gate_area_share_pct = 20.8
synthDistinctLibCells = 46
synth-adder-area-share_pct = 2.24
yosys_register_bits = 118
dominant_combinational_cell_family_by_area_after_synthesis = simple AND/OR/NAND/NOR gates
mean_area_per_synthesized_cell_um2 = 10.3
synth.largest_area_cell = sky130_fd_sc_hd__dlxtn_1
synth.cellmix.compoundShare_pct = 7.04
synth_xor_xnor_area_share_pct = 4.43
synth.yosys.warnings = 32
synth-edff-count = 0
synthArstFlopShare_pct = 0

[outcome]
run_status = completed

[worst_hold_path]
launch_instance_of_the_worst_min_delay_path = resetn
holdPathStages = 3
min-delay-path-class = in2reg
holdPathEnd = ys_cur[1]$_SDFF_PN0_

[detailed_routing]
drc = 0
route.antenna.diode_count = 0
postRouteAntennaNets = 0
drtIter0Drc = 44
route.final.wire_length_um = 5520
route.detailed.wl_per_inst_um = 10.9
detail_route.first_pass.iterations = 4
vias = 2276
viasPerCell = 4.50

[power]
combinationalPowerShare_pct = 13.6
power.density_mw_per_mm2 = 936
power.leakage_nw = 1.92
max_rail_drop_vdd_v = 0.000512
swShare_pct = 23.2
intPower_mw = 2.95
power_frac_clock_pct = 35.1
power_mw = 3.85
p_sw_uw = 895
seq_power_share_pct = 51.3

[placement]
dpl-instance-area_mm2 = 0.00405
place.gp.congestion = 0.877
place_ws_ns = -0.116
place.detailed.hpwl_um = 3830
numPlacedInstances = 491
buffer_ports.inserted = 51

[global_route]
globalRoute.totalOverflow = 0
grt_max_degree = 41
antenna_found_initial = 0
grt_pass1_wl_um = 9060
vias_in_the_first_global_route = 1921
groute.usage.overall_pct = 13.4

[sta]
finalSetupViolCount = 0
finalCritPeriodShare_pct = 96.1
tightest_slew_ns = 0.789
worst_slew_margin_rel_pct = 47.2
hold_slack_ns = 0.708
timing_hold_violations_final = 0
maxSlewViolCount = 0
unclocked_pins = 78
setup_total_negative_slack_ns = 0
rsz0062_at_grt = false
period_needed_ns = 0.961
worst_slack_ns = 0.0388
number_of_unconstrained_endpoints = 78
fmax_mhz = 1040

[final_layout]
final_cell_mix = 78 x sky130_fd_sc_hd__dlxtn_1, 61 x sky130_fd_sc_hd__and2_1, 25 x sky130_fd_sc_hd__dfxtp_1
final_core_utilization_pct = 50.3
largest_register_ffs = 20
layout.cells.most_common = sky130_fd_sc_hd__dlxtn_1
layout.cells.non_filler = 506
final_cell_area_mm2 = 0.00411
layout-drive-gt1-share_pct = 19.5
layout_area_overhead_pct = 22.5

[job]
stage_log_warnings = 28
maxCapViolations = 0
==> area by class of cell <==
| class | count | area (um2) |
|---|---|---|
| Multi-Input combinational cell | 202 | 1340 |
| Timing Repair Buffer | 66 | 510 |
| Clock inverter | 3 | 47.5 |
| Tap cell | 105 | 131 |
| Sequential cell | 118 | 1990 |
| Clock buffer | 5 | 68.8 |
| Fill cell | 750 | 4060 |
| Inverter | 7 | 26.3 |
==> what timing repair did <==
action,in CTS,in global routing
hold endpoints to repair,0,0
resized,79,18
setup endpoints to repair,27,15
buffers inserted,4,3
==> how the worst max path moves through the flow <==
stage                        start  cells past startpoint            to
CTS             alfc[4]$_SDFF_PN0_                      1  alpha_out[4]
global route  ys_cur[0]$_SDFF_PN0_                      1    ysv_out[0]
finish        ys_cur[0]$_SDFF_PN0_                      1    ysv_out[0]
==> logic make-up after synthesis <==
kind of cell	after synthesis
compound gates	28
simple gates	123
fa+ha+maj	6
latches	78
flops	40
other cells	1
xor+xnor	17
buf+inv	24
mux	10
==> per-layer routing <==
layer | global-route usage (%) | vias up | share of wire, %
met5 | 0 | - | 0
met4 | 1.41 | 0 | 0.98
met3 | 1.49 | 5 | 3.0
met2 | 23.0 | 37 | 49
met1 | 19.3 | 1025 | 47
li1 | - | 1209 | -
==> cell usage after synthesis, types with 2 or more instances <==
master                     instances
sky130_fd_sc_hd__dlxtn_1          78
sky130_fd_sc_hd__and2_1           61
sky130_fd_sc_hd__dfxtp_1          40
sky130_fd_sc_hd__nor2_1           15
sky130_fd_sc_hd__nand2_1          14
sky130_fd_sc_hd__mux2_2           10
sky130_fd_sc_hd__clkbuf_1          9
sky130_fd_sc_hd__xnor2_1           9
sky130_fd_sc_hd__a221o_1           8
sky130_fd_sc_hd__xor2_1            8
sky130_fd_sc_hd__ha_1              6
sky130_fd_sc_hd__inv_1             6
sky130_fd_sc_hd__nand3_1           6
sky130_fd_sc_hd__nor3_1            6
sky130_fd_sc_hd__buf_2             5
sky130_fd_sc_hd__nand4_1           5
sky130_fd_sc_hd__and3_1            4
sky130_fd_sc_hd__a21oi_1           3
sky130_fd_sc_hd__nor2b_1           3
sky130_fd_sc_hd__o21ai_0           3
sky130_fd_sc_hd__buf_6             2
sky130_fd_sc_hd__o221ai_1          2
==> power by group through the flow <==
| stage | combinational, mW | sequential (mW) | clock [mW] |
|---|---|---|---|
| CTS | 0.544 | 1.97 | 1.41 |
| global route | 0.592 | 1.99 | 1.47 |
| finish | 0.525 | 1.97 | 1.35 |
Power is estimated from default activity; no workload was simulated.
