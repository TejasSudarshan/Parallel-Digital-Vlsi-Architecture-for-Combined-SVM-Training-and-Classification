==> flow/design.v <==
module Classifier(input [8:0]alpha_sv,
input [8:0]X_test,X_sv,
input signed [1:0]Y_sv,
input clk,resetn,
output signed [1:0]class
    );
reg [6:0]i_reg,i_nex;
reg signed [1:0]class_reg,class_nex;
reg [47:0]fx_reg,fx_nex;
	function [37:0]Kernel;
	input [8:0]a,b;
		Kernel =(a*b + 1)*(a*b + 1);
	 endfunction
	 always @(posedge clk)
	 begin
	 if(~resetn)
	 begin
		class_reg <= 0;
		fx_reg <= 0;
		i_reg <= 0;
		end
	 else
	 begin
		class_reg <= class_nex;
		fx_reg <= fx_nex;
		i_reg <= i_nex;
		end
	 end
	 always @(*)
	 begin
	 if(i_reg < 100)
	 begin
		fx_nex = fx_reg + alpha_sv*Y_sv*Kernel(X_test,X_sv);
		i_nex = i_reg + 1;
	end
	 else
	 begin
	 i_nex = 0;
	 fx_nex = 0;
	 if(fx_reg > 0)
			class_nex = 1;
		else
			class_nex = -1;
	 end
	 end
	 assign class = class_reg;
endmodule
==> flow/run.sh <==
#!/bin/bash
# OpenROAD 26Q1-2900-gdf79404cd8, Yosys 0.63+post, stock flow scripts
make -C /OpenROAD-flow-scripts/flow DESIGN_CONFIG=/design/flow/config.mk WORK_HOME=/design/flow/orfs finish
==> flow/config.mk <==
export PLATFORM = sky130hd
export DESIGN_NAME = Classifier
export DESIGN_NICKNAME = Classifier
export VERILOG_FILES = /design/flow/design.v
export SDC_FILE = /design/flow/constraint.sdc
export NUM_CORES = 4
export LEC_CHECK = 1
export CORE_UTILIZATION = 50
==> flow/constraint.sdc <==
current_design Classifier

set clk_period 25.1
set clk_io_pct 0.2

create_clock -name clk0 -period $clk_period [get_ports {clk}]

set non_clock_inputs [all_inputs -no_clocks]
set_input_delay [expr $clk_period * $clk_io_pct] -clock clk0 $non_clock_inputs
set_output_delay [expr $clk_period * $clk_io_pct] -clock clk0 [all_outputs]
==> deck_impl_summary.md <==
Synthesis and Place & Route Summary

Detailed routing
  • DR DRC count: 0
  • Diode count: 0
  • Routed Antenna Nets: 0
  • Total wire length: 70470 um
  • DR iter-0 viols: 775
  • Initial DRT Pass Iterations: 5
  • Routed via count: 21163
  • Routed wire per std cell: 17.12 um
  • DR vias/cell: 5.140

CTS
  • CTS Hold Bufs: 0
  • Register clock-pin slew on the reported worst setup and hold paths: 0.05 ns
  • CTS Buffer Depth: 2
  • H-tree depth: 3
  • TritonCTS clock tree: yes
  • # Post-CTS Setup Buffers: 0
  • CTS root buf: clkbuf_16
  • Cts bufs inserted: 9
  • Number of gates resized after cts: 0
  • Clk ins delay skew pair: 0.37 ns

Final timing
  • Endpoints left unconstrained: 1
  • Fmax: 0.04692 GHz
  • Worst-Margin Slew: 0.9390 ns
  • Final critical-path required period: 21.32 ns
  • Count of unclocked register or latch pins: 1
  • Setup TNS: 0 ns
  • Skew final: 0.007347 ns
  • Hold Vio Cnt, Final: 0
  • Final worst slack: 3.785 ns
  • Final Cycle Share: 0.8492
  • Max-slew violation count: 0
  • RSZ-0062 raised after global routing: false
  • Rel. slew slack: 0.3682
  • Final Setup Violations: 0

Finish
  • Fillers: 5097
  • Layout cells sized above 1: 0.03184
  • Final Cell Area: 30600 um^2
  • Max FFs per register: 48
  • Area Growth Syn to Fin: 5.846%

Yosys
  • Post-Syn Instances: 3359
  • Post-synth EDFFs: 0
  • Post-Syn Area: 28910 um^2
  • Ys Warns: 1
  • Cell taking the most area after synthesis: fa_1
  • Cell area leaders: fa_1, inv_1, ha_1
  • Asr flop ratio synth: 0
  • Syn Area/Cell: 8.608 um^2
  • # Cells Yosys: 3359
  • Yosys reg bits: 58
  • Ys flop type: dfxtp_1
  • Synth cell types: 69
  • Yosys Chip Area: 28910 um^2
  • Top-area cell share: 0.4549

Placement
  • Hpwl dp: 60030 um
  • GPL Wtd Cong: 0.9587
  • Worst slack, placed: 3.410 ns
  • I/O Buffers: 32
  • Placed cell areas: 30320 um^2

Flow run
  • Max_cap viols: 0
  • Tool Warnings: 30

Critical path
  • Worst Setup Start Kind: primary input
  • Largest stage delay, worst path: 0.66 ns
  • Flop2flop setup slack: 19.17 ns
  • Worst R2R End: fx_reg[46]
  • Critical path's slowest cell: clkdlybuf4s50_1
  • Crit path kind: primary input to flop
  • Crit path top cell by count: fa_1
  • Arr. time, crit path: 21.57 ns
  • Worst R2R Start: fx_reg[13]
  • CP endpoint kind: flop
  • Worst-path fanout max: 14
  • Worst R2R Path Depth: 21
  • Critical Path RT: 25.35 ns

Min path
  • Hold endpoint: i_reg[0]
  • Hold Path Origin: i_reg[0]
  • Worst Hold Depth: 1
  • Hold crit path type: flop to flop

Global route
  • Vias in the first global route: 23563
  • Met1 global-route usage: 0.4067
  • GRT met2 Usage: 0.4250
  • First-pass GRT wire length: 122600 um
  • Largest net degree at the start of global routing: 46
  • Initial antenna violation count: 1
  • All-layer global routing usage: 0.2818
  • Grt ovf: 0
  • Global routing met3 resource utilization: 0.1192
  • Most Crowded Layer GR: met2

Floorplan
  • Core Density at Floorplan: 0.5098
  • Row count: 87
  • Die X: 242.5 um
  • Core Footprint: 56710 um^2
  • Die ar.: 58790 um^2
  • I/O Pins: 33
  • Die H: 242.5 um

Run status
  • Status: finished clean
[stage by stage]
| stage | hold WS (ns) | util | instances |
|---|---|---|---|
| 2_1_floorplan | 0.4130 | - | 3359 |
| 3_3_place_gp | 0.4249 | 0.5347 | 4101 |
| 3_5_place_dp | 0.4329 | 0.5347 | 4101 |
| 4_1_cts | 0.4396 | 0.5396 | 4117 |
| 5_1_grt | 0.4526 | 0.5396 | 4117 |
| 6_report | 0.4404 | 0.5396 | 4117 |
[final cells by class]
class / count / area, um^2 / area share
multi-input cells: 2310 / 24100 / 0.7874
flip-flops and latches: 58 / 1156 / 0.03778
well taps: 756 / 945.9 / 0.03091
clock inverters: 7 / 56.30 / 0.001840
clock buffers: 9 / 225.2 / 0.007359
inverters: 877 / 3292 / 0.1076
repair buffers: 100 / 830.8 / 0.02715
[how the worst max path moves through the flow]
stage / startpoint / endpoint / cells after the start
final: X_test[7] / fx_reg[47] / 57
after global routing: X_test[7] / fx_reg[47] / 57
after CTS: X_test[7] / fx_reg[45] / 57
[placed cells by master (no fill, tap or decap), drive strengths merged, types with 46 or more instances in the layout]
cell type	instances
nand2	419
o21ai	46
a21oi	92
inv	873
buf	68
a21o	54
nor2	184
and2	172
ha	260
fa	657
xnor2	74
dfxtp	57
[logic make-up (layout without fill, tap and decap cells)]
logic type | Yosys count | after routing | synth area share
flops | 57 | 57 | 0.03946
fa+ha+maj | 917 | 917 | 0.5674
compound gates | 320 | 320 | 0.07408
mux | 3 | 3 | 0.001082
buf+inv | 991 | 993 | 0.1289
latches | 1 | 1 | 0.0005191
simple gates | 954 | 954 | 0.1529
xor+xnor | 116 | 116 | 0.03566
[worst max-delay path: cells and delay by family]
kind / cells / cell delay (ns)
fa+ha+maj: 18 / 8.53
compound gates: 13 / 3.47
simple gates: 11 / 2.03
buf+inv: 12 / 1.62
xor+xnor: 2 / 0.59
mux: 1 / 0.27
[routing by layer]
layer / up-vias / routed length, um
li1: 10013 / -
met1: 10307 / 29120
met2: 743 / 32580
met3: 98 / 7028
met4: 2 / 1735
met5: - / 10
[synth_stat cells, types with 3 or more instances]
cell type / instances
ha_1: 260
o21ai_0: 42
buf_2: 5
o21ai_1: 4
o31ai_1: 9
o211ai_1: 10
a41oi_1: 3
nor2_1: 184
and4_1: 3
and2_1: 172
a22oi_1: 3
a311o_1: 7
o31a_1: 3
nor3_1: 19
nor2b_1: 24
fa_1: 657
clkbuf_1: 106
a21o_1: 54
nand2b_1: 34
nor4_1: 16
a211oi_1: 13
nand2_1: 419
o21bai_1: 15
nand4_1: 9
nand3_1: 27
a311oi_1: 13
xor2_1: 41
xnor2_1: 73
a211o_1: 3
or2_2: 3
and3_1: 36
a21oi_1: 91
clkinv_1: 5
o21a_1: 15
a31oi_1: 11
dfxtp_1: 57
buf_1: 3
inv_1: 870
