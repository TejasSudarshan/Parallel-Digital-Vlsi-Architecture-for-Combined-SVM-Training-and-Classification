==> design/flow/design.v <==
module SVEC(input [8:0]ALFA,
input [8:0]x_Train,
input signed [1:0]y_Train,
output reg [8:0]XSV,
output reg signed [1:0]YSV,
output reg Done
    );
always @(*)
begin
if(ALFA > 0)
		begin
			XSV = x_Train;
			YSV = y_Train;
			Done = 1;
		end
		else
		begin
			XSV = 9'b000000000;
			YSV = 0;
			Done = 0;
		end
end
endmodule
==> design/flow/run.sh <==
#!/bin/bash
# OpenROAD 26Q1-2900-gdf79404cd8, Yosys 0.63+post, stock flow scripts
make -C /OpenROAD-flow-scripts/flow DESIGN_CONFIG=/design/flow/config.mk WORK_HOME=/design/flow/orfs finish
==> design/flow/config.mk <==
export PLATFORM = sky130hd
export DESIGN_NAME = SVEC
export DESIGN_NICKNAME = SVEC
export VERILOG_FILES = /design/flow/design.v
export SDC_FILE = /design/flow/constraint.sdc
export NUM_CORES = 4
export LEC_CHECK = 1
export CORE_AREA = 10 10 70 70
export DIE_AREA = 0 0 80 80
==> design/flow/constraint.sdc <==
current_design SVEC

set clk_period 2.3
set clk_io_pct 0.2

create_clock -name clk0 -period $clk_period

set non_clock_inputs [all_inputs -no_clocks]
set_input_delay [expr $clk_period * $clk_io_pct] -clock clk0 $non_clock_inputs
set_output_delay [expr $clk_period * $clk_io_pct] -clock clk0 [all_outputs]
==> results_dict.tcl <==
# flow metrics
set metrics [dict create \
    slowest_stage "clkdlybuf4s50_1" \
    vdd_ir_drop_max_v 0.0000181 \
    antenna_found_initial 0 \
    cts_hold_buf 0 \
    yosysWarnings 1 \
    top_layer_used "met3" \
    drt_first_pass_iters 3 \
    grt_max_degree 13 \
    track_usage_pct 3.19 \
    warnings 32 \
    max-cap-violations 0 \
    first_global_vias 342 \
    synth_area_per_cell_sq_um 5.39 \
    tightest_slew_ns 0.259 \
    die_area_sq_mm 0.00640 \
    vias 344 \
    yosysTopAreaCell "a31oi_1" \
    yosysUniqueCellTypes 9 \
    crit_chain "clkdlybuf4s50_1 -> nor3_2 -> buf_4 -> a31oi_1 -> clkdlybuf4s50_1" \
    setup_viol_count_final 0 \
    fin_crit_ns 2.25 \
    drt-met1-wl_um 505 \
    hold_viol 0 \
    drcViolationCount 0 \
    synthToLayoutAreaGrowth_pct 289 \
    drive_gt1_share_pct 16.7 \
    setup.worst_path.start_class "input pin" \
    fp.dieW_um 80 \
    antenna_cells 0 \
    timing.hold.ws_ns 1.52 \
    slew_viol_final 0 \
    cpLargestDelayFamily "buffers and inverters" \
    path_buffers 3 \
    ys_cells 29 \
    ant_nets 0 \
    yosys_area_sq_um 156 \
    met2WireLength_um 558 \
    syn_inst 29 \
    grt_pass1_wl_um 1670 \
    regArea_sq_um 0 \
    max_freq_ghz 0.445 \
    outcome "finished, final reports clean" \
    nClkBuffers 0 \
    wl_per_cell_um 10.9 \
    finalCritPeriodShare_pct 97.6 \
    ys_top_cells_by_count "11 x a31oi_1, 11 x inv_1" \
    crit_top_cell "clkdlybuf4s50_1" \
    vias_per_cell 3.07 \
    max_stage_delay_ns 0.48 \
    criticalPathCategory "input pin to output pin" \
    die_h_um 80 \
    final_cell_count_no_fill 112 \
    hold_path_class "input pin to output pin" \
    ff_count 0 \
    synth_area_sq_um 156 \
    slew_headroom_pct 82.6 \
    core_sq_mm 0.00342 \
    grt_overflow 0 \
    route.met3.wl_um 160 \
    synth_top_area_share_pct 44.0 \
    place_hpwl_um 954 \
    gp_congestion 0.783 \
    power.density_mw_per_mm2 123 \
    io_buffers 32 \
    arrival_ns 1.79 \
    totalWireLength_um 1220 \
    io_pins 32 \
    cp_max_fo 6 \
    initCoreUtil_pct 4.58 \
    cp_data_required_time_ns 1.84 \
    ys_seq_share_pct 0 \
    synthTopCellsByArea "a31oi_1 44%, inv_1 26%, nor4_2 8.0%" \
    drt_iter0_markers 2 \
    cp-end-kind "output pin" \
    total_leakage_power_nw 0.328 \
    dp.cells 108 \
    num_rows 21 \
]
==> cell type report <==
cell class | count | area [sq um]
multi-input combinational | 15 | 115
fill | 400 | 2810
tap | 46 | 57.6
timing repair buffer | 40 | 394
inverter | 11 | 41.3
==> kinds of logic (layout without fill, tap and decap cells) <==
group / count (synthesis) / after routing / share of synthesized area (%)
AOI/OAI and AO/OA: 11 / 11 / 44.0
buffers and inverters: 14 / 51 / 39.2
and+or+nand+nor: 4 / 4 / 16.8
==> worst paths after layout <==
path       start     end  slack [ns]  cells after the start
min   x_Train[7]  XSV[7]        1.52                      4
max      ALFA[4]  XSV[1]        0.05                      5
==> where the power goes <==
group / leakage [nW] / total (mW) / internal [mW] / switching (mW)
registers: 0 / 0 / 0 / 0
logic: 0.328 / 0.0748 / 0.0524 / 0.0223
clock network: 0 / 0 / 0 / 0
total: 0.328 / 0.0748 / 0.0524 / 0.0223
==> what timing repair did <==
action | 4_1_cts | 5_1_grt
pin swaps | 1 | 5
gates resized | 7 | 15
setup buffers | 0 | 2
cloned | 1 | 1
hold endpoints to repair | 0 | 0
setup endpoints to repair | 12 | 10
==> metrics by stage <==
stage               power, mW  util [%]   TNS (ns)  area, sq um  setup slack [ns]
finish                 0.0748      17.8          0          608            0.0546
CTS                    0.0743      16.2          0          552            0.0133
global route           0.0824      17.8  -0.000172          608         -0.000172
global placement       0.0737      15.9     -0.337          544           -0.0441
detailed placement     0.0748      15.9     -0.590          544           -0.0676
floorplan              0.0145         -          0          156             0.796
==> layer usage <==
layer	vias up	track usage, %
li1	175	-
met1	150	3.30
met2	19	6.10
met3	0	1.36
met4	0	0
met5	-	0
==> cells in the final DEF (no fill, tap or decap) <==
master           Yosys  routed
a31oi_2              0       1
buf_2                1       1
dlygate4sd2_1        0       5
inv_1               11      11
nor2_1               1       1
clkdlybuf4s50_1      0      18
dlymetal6s2s_1       0       9
a31oi_1             11      10
nor3_2               0       1
nor4_4               0       1
nand3_1              1       1
buf_4                0       7
No activity file was given, so power comes from the tool's default toggle rates.
